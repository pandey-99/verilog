==> config.mk <==
export PLATFORM = sky130hd
export DESIGN_NAME = mul_data
export DESIGN_NICKNAME = mul_data
export VERILOG_FILES = /design/flow/design.v
export SDC_FILE = /design/flow/constraint.sdc
export NUM_CORES = 4
export LEC_CHECK = 1
export CORE_AREA = 10 10 104 104
export DIE_AREA = 0 0 114 114
==> constraint.sdc <==
current_design mul_data

set clk_period 4.0
set clk_io_pct 0.2

create_clock -name clk0 -period $clk_period [get_ports {clk}]

set non_clock_inputs [all_inputs -no_clocks]
set_input_delay [expr $clk_period * $clk_io_pct] -clock clk0 $non_clock_inputs
set_output_delay [expr $clk_period * $clk_io_pct] -clock clk0 [all_outputs]
==> design.v <==
`timescale 1ns/1ps
module mul_data (equalZ,loadA,loadB,loadP,clrP,decB,data_in,clk);                 
input loadA,loadB,loadP,clrP,decB,clk;
input[15:0] data_in;
output equalZ;
wire [15:0] X,Y,Z,Bout,bus;
assign bus= data_in;
  PIPO1 A (.dout(X),.d_in(bus),.ld(loadA),.clk(clk));                           
  PIPO2 P (.dout(Y),.din(Z),.ld(loadP),.clr(clrP),.clk(clk));                   
  CNTR B (.Bout(Bout),.data_in(bus),.ld(loadB),.decB(decB),.clk(clk));          
  Add AD (.out(Z),.in1(X),.in2(Y));                                             
  EqualZ COMP (.equalZ(equalZ),.Bout(Bout));                                    
endmodule
module PIPO1 (dout,d_in,ld,clk);                                               
input [15:0] d_in;
input ld,clk;
output reg [15:0] dout;
always@(posedge clk)
if (ld) dout<=d_in;
endmodule
module PIPO2 (dout,din,ld,clr,clk);                                         
input [15:0] din;
input ld,clr,clk;
output reg [15:0] dout;
always@(posedge clk)
if(clr) dout<=16'b0;
else if(ld) dout<=din;
endmodule
module Add (out,in1,in2);                                               
input [15:0] in1,in2;
output reg [15:0] out;
always @(*)
out=in1+in2;
endmodule
module EqualZ (equalZ,Bout);                                           
input [15:0]Bout;
output equalZ;
assign equalZ=(Bout==1);
endmodule
module CNTR (Bout,data_in,ld,decB,clk);                           
input [15:0] data_in;
input ld,decB,clk;
output reg [15:0] Bout;
always @(posedge clk)
if(ld) Bout<=data_in;
else if (decB) Bout<=Bout-1;
endmodule
module controller (loadA,loadB,loadP,clrP,decB,done,clk,equalZ,start);                 
input clk,equalZ,start; 
output reg loadA,loadB,loadP,clrP,decB,done;
reg [2:0] state;
parameter S0=3'b000,S1=3'b001,S2=3'b010,S3=3'b011,S4=3'b100;
always@(posedge clk)
begin
case (state)
  S0: if (start) state<=S1;                                     
  S1: state<=S2;                                                                              
  S2: state<=S3;  
  S3: if (equalZ) state<=S4;                                   
  S4: state<=S4; 
  default: state<=S0;
endcase
end
always @ (state)
begin
case (state)
S0: begin #1 loadA=0;loadB=0;loadP=0;clrP=0;decB=0; end
S1: begin #1 loadA=1; end
S2: begin #1 loadA=0;loadB=1;clrP=1; end
S3: begin #1 loadB=0;loadP=1;clrP=0;decB=1; end
S4: begin #1 done=1;loadB=0;loadP=0;decB=0; end
default: begin #1 loadA=0;loadB=0;loadP=0;clrP=0;decB=0; end
endcase
end
endmodule
==> run.sh <==
#!/bin/bash
# OpenROAD 26Q1-2900-gdf79404cd8, Yosys 0.63+post, stock flow scripts
make -C /OpenROAD-flow-scripts/flow DESIGN_CONFIG=/design/flow/config.mk WORK_HOME=/design/flow/orfs finish
==> results.cfg <==
; implementation run metrics
[cts]
insertion_delay_ns = 0.25
postCtsResizedCells = 0
hold_buffers = 0
clk_pin_slew_ns = 0.07
cts-root-buf = clkbuf_8
cts_num_sinks = 16
cts_buffers = 3
htreeDepth = 1
post_cts_buffers = 0
cts_tree = done
clk_path_buf_depth = 2

[timing]
fin_crit_ns = 3.14
finalSetupTns_ns = 0
final_max_slew_viol_count = 0
tightest_slew_ns = 0.740
timing.slew.headroom_pct = 50.2
setup_slack_ns = 0.865
rsz0062_at_grt = false
final_hold_viol_count = 0
finalClockPeriodUsage_pct = 78.4
max_freq_mhz = 319
fin_skew_ns = 0.00593
setup_viol = 0

[floorplan]
chipWidth_um = 114
rows = 34
ioPinCount = 23
fp_util_pct = 11.5
core_um2 = 8680
die_h_um = 114
floorplan.die_area_um2 = 13000

[logic_synthesis]
synth.distinct_cells = 28
yosys_area_um2 = 997
edf_count = 16
yosysTopAreaCell = edfxtp_1
synth-warning-count = 4
syn_area_per_cell_um2 = 10.3
syn-cell-area_um2 = 997
netlist_instances = 97
top_cell_area_share_pct = 48.2
ys.flop_type = edfxtp_1
area_leaders = edfxtp_1, xnor2_1, nand2_1
numSynthFlops = 16
yosys.stat.seqShare_pct = 48.2
common_cells = edfxtp_1, nand2_1, o21ai_0
async_flop_share_pct = 0
ys_cells = 97

[hold_path]
hold_path_class = reg -> reg

[worst_setup_path]
path_max_fanout = 5
crit_path_start = B.Bout[9]$_DFFE_PP_
r2r_slack_ns = 1.94
cp.required_ns = 3.20
r2r-end = B.Bout[14]$_DFFE_PP_
arrival_ns = 2.34
end_kind = output port
worstSetupStartpointType = flop
r2r_cells = 4
critPathKind = reg -> out
crit_end = equalZ
r2r-start = B.Bout[4]$_DFFE_PP_

[placed_design]
port_buffers = 19
place.gp.congestion = 0.777
dp.cells = 223
hpwl_mm = 1.75
place_worst_setup_slack_ns = 1.12

[flow_run]
warnings = 29
maxCapViolCount = 0

[global_route]
grt_max_degree = 22
track_usage_pct = 3.58
grt_pass1_vias = 816
overflow = 0
grt_pass1_wl_mm = 3.84
grt_antenna_before_repair = 0

[final_layout]
regMostFlops = B.Bout
final_util_pct = 15.6
largest_register_ffs = 16
top_regs = B.Bout: 16 flops
drive_gt1_share_pct = 10.1
area_growth_pct = 36.1
stdcell_count = 227

[power_and_ir_drop]
p_per_area_nw_per_um2 = 322
p_leak_nw = 0.446
ir_worst_vdd_mv = 0.158
report.power.total_uw = 437

[route]
drt-total-wl_mm = 2.32
post_drt_wl_per_cell_um = 10.2
drtPass1Iterations = 4
vias = 773
avgViaCountPerCell = 3.41
n_antenna_cell = 0
drt_iter0_markers = 76
remaining_drc_errors = 0
detail-route-antenna-nets = 0

[run_status]
status = completed
metrics by stage:
stage	area [um2]	hold slack, ns
2_1_floorplan	997	0.629
3_3_place_gp	1310	0.666
3_5_place_dp	1310	0.687
4_1_cts	1360	0.697
5_1_grt	1360	0.752
6_report	1360	0.688
worst max-delay path, cell delays in order, from the launching register on:
cell and delay [ns]:
edfxtp_1 0.46, or4_4 0.57, nor4_1 0.34, and3_1 0.23, clkdlybuf4s50_1 0.48
layout by cell type, fill, tap and decap left out, drive strengths merged, types with 2 or more instances in the layout:
master / count
nand3: 4
nand2: 16
clkdlybuf4s50: 19
inv: 4
clkbuf: 3
o21ai: 13
or4: 3
nor3: 3
buf: 2
ha: 2
or3: 2
nor2: 6
xnor2: 7
nor4: 4
edfxtp: 16
xor2: 5
logic make-up (layout without fill, tap and decap cells):
logic type | Yosys count | count (layout) | share of synthesized area, %
buf+inv | 7 | 29 | 4.01
mux | 2 | 2 | 2.13
flops | 16 | 16 | 48.2
compound gates | 15 | 15 | 8.16
simple gates | 43 | 43 | 24.5
xor+xnor | 12 | 12 | 10.5
fa+ha+maj | 2 | 2 | 2.51
power breakdown:
part           internal [mW]  switching (mW)
clock network         0.0681          0.0551
logic                 0.0451          0.0359
registers              0.211          0.0221
total                  0.324           0.113
worst min path at each step:
stage | from | to | slack [ns] | cells after the start
after CTS | B.Bout[0]$_DFFE_PP_ | B.Bout[0]$_DFFE_PP_ | 0.70 | 1
after global routing | B.Bout[13]$_DFFE_PP_ | B.Bout[13]$_DFFE_PP_ | 0.75 | 2
final | B.Bout[0]$_DFFE_PP_ | B.Bout[0]$_DFFE_PP_ | 0.69 | 1
per-layer routing:
layer,global-route usage [%],up-vias,share of wire [%]
met4,0.251,0,0
met3,1.38,0,6.6
met2,5.09,19,42
met5,0,-,0
li1,-,393,-
met1,5.24,361,51
layout make-up:
cell class	instances	area (um2)
clock inverters	1	3.75
repair buffers	21	205
well taps	108	135
fillers	987	7320
flip-flops and latches	16	480
multi-input cells	74	477
clock buffers	3	41.3
inverters	4	15.0
No activity file was given, so power comes from the tool's default toggle rates.
