**./run.sh**
```bash
#!/bin/bash
# OpenROAD 26Q1-2900-gdf79404cd8, Yosys 0.63+post, stock flow scripts
make -C /OpenROAD-flow-scripts/flow DESIGN_CONFIG=/design/flow/config.mk WORK_HOME=/design/flow/orfs finish
```
**./config.mk**
```make
export PLATFORM = sky130hd
export DESIGN_NAME = booth_mul
export DESIGN_NICKNAME = booth_mul
export VERILOG_FILES = /design/flow/design.v
export SDC_FILE = /design/flow/constraint.sdc
export NUM_CORES = 4
export LEC_CHECK = 1
export CORE_AREA = 10 10 79 79
export DIE_AREA = 0 0 89 89
```
**./constraint.sdc**
```tcl
current_design booth_mul

set clk_period 8.4
set clk_io_pct 0.2

create_clock -name clk0 -period $clk_period

set non_clock_inputs [all_inputs -no_clocks]
set_input_delay [expr $clk_period * $clk_io_pct] -clock clk0 $non_clock_inputs
set_output_delay [expr $clk_period * $clk_io_pct] -clock clk0 [all_outputs]
```
**./design.v**
```verilog
module booth_mul(X, Y, Z);                                 
  input [3:0] X, Y;                                        
  output [7:0] Z;                                          
  reg  [7:0] Z;                                          
       reg [1:0] temp;
       integer count;
       reg Q_1;                                  
       always @ (X, Y)
       begin
       Z = 8'd0;
       Q_1 = 1'd0;
       for (count = 0; count < 4; count = count + 1)
       begin
       temp = {X[count], Q_1};
       case (temp)
         2'd2 : Z [7 : 4] = Z [7 : 4] + (~Y+1);                        
       2'd1 : Z [7 : 4] = Z [7 : 4] + Y;
       default : Z [7 : 4] = Z [7 : 4] ;
       endcase
       Z = Z >> 1;
       Z[7] = Z[6];
       Q_1 = X[count];
           end
       if (Y == 4'd8)
         begin
               Z = - Z;
          end
      end
      endmodule
```
==> job_summary.md <==
### Flow metrics

| Metric | Value |
|---|---|
| Status | `finished, final reports clean` |
| FP Util | `21.83%` |
| CP max stage cell | `or4b_4` |
| Port Buffers | `16` |
| First-pass GRT wire length | `4498 µm` |
| Layout cells sized above 1 | `35.50%` |
| Post-route ant nets | `0` |
| Dominant logic cell type in the layout | `buf_4` |
| Clock buffer cells | `0` |
| I/O Pins | `16` |
| Slew headroom | `71.78%` |
| Synthesized area | `0.001017 mm²` |
| Hold_buf cts | `0` |
| # Max-Cap Violations | `0` |
| Critical path class | `in2out` |
| Achievable frequency | `0.1234 GHz` |
| Vias | `1013` |
| Least-Margin Pin Slew | `418.8 ps` |
| Mean post-synth cell area | `8.010 µm²` |
| Vias in the first global route | `1029` |
| Die X | `89 µm` |
| Setup violations, final | `0` |
| Yosys Instances | `127` |
| Flop count | `0` |
| Number of antenna violations at the first check in global routing | `0` |
| Top cells excl fill/tap | `31 x buf_4, 14 x nor2_1, 12 x inv_1` |
| Chip area | `0.007921 mm²` |
| Setup TNS Final | `0 ps` |
| RSZ-0062 raised after global routing | `no` |
| Hold_ws | `4358 ps` |
| WL final | `2471 µm` |
| Vias per cell | `4.543` |
| Largest net degree at the start of global routing | `12` |
| Top cells, area | `ha_1 16%, xnor2_1 6.0%, fa_1 5.9%, mux2_2 5.5%, inv_1 5.2%` |
| Cells after synthesis | `127` |
| Yosys top cell by area | `ha_1` |
| P&R area growth vs syn | `47.85%` |
| Final hold violations | `0` |
| Warnings from Yosys | `1` |
| CP arrival | `6430 ps` |
| CP Cell Sequence | `clkdlybuf4s50_1 > or4_4 > nand3_2 > inv_2 > ha_4 > nand2_1 > nor2_1 > or4b_4 > a32oi_4 > inv_2 > ha_4 > a21oi_2 > xnor3_2 > and2b_2 > xnor2_2 > ha_1 > a21oi_2 > xnor3_1 > nand2_1 > xor3_2 > or2_1 > o21ai_1 > dlygate4sd2_1` |
| Max-slew violations | `0` |
| Ant diodes | `0` |
| Critical Path RT | `6720 ps` |
| Crit path capture type | `primary output` |
| Initial DRC count | `29` |
| CP Launch Type | `primary input` |
| LEAKAGE | `0.7247 nW` |
| Die span in y | `89 µm` |
| Std cell rows | `25` |
| Crit-path max FO | `3` |
| Final Cycle Share | `96.51%` |
| Yosys stat area | `0.001017 mm²` |
| Min-delay worst type | `in2out` |
| Max-area cell share | `15.99%` |
| VDD IR max | `0.00009175 V` |
| Residual DRC | `0` |
| Slowest cell delay on critical path | `490 ps` |
| First drt pass iteration count | `4` |
| Core area | `0.004661 mm²` |
| GR Overflow Total | `0` |
| Seq share, synth | `0%` |
| Log Warnings | `32` |
| Gpl congestion | `0.8469` |
| Crit-path leading delay family | `simple AND/OR/NAND/NOR gates` |
| WL/cell | `11.08 µm` |
| Buf/Inv on CP | `4` |
| Total Routing Usage GR | `6.739%` |
| Post-DP HPWL | `2098 µm` |
| Final worst path period need | `8107 ps` |
| Cell Pwr Density | `147.4 mW/mm²` |
| Synth cell types | `43` |
| Register Area | `0 µm²` |
area by class of cell:
cell class | count | area, µm²
inverters | 14 | 52.55
repair buffers | 47 | 385.4
well taps | 54 | 67.56
fillers | 483 | 3157
multi-input cells | 108 | 998.5
cells in the mapped netlist, types with 2 or more instances:
cell	n
fa_1	3
buf_6	2
xor2_1	6
or2_1	2
buf_2	3
and3b_1	2
nor2_1	14
a21oi_1	6
nand3_1	3
inv_1	14
mux2_2	5
nand2_1	9
nor2b_1	2
a31oi_1	3
o211ai_1	2
ha_1	13
a21o_1	3
o31ai_1	2
xnor2_1	7
o21ai_0	3
repair_timing:
action	4_1_cts	5_1_grt
gates resized	20	1
pin swaps	7	1
endpoints found under the setup margin	3	2
setup buffers	1	0
stage by stage:
step                worst slack [ps]  instances  cell area [µm²]  util [%]  power, mW
floorplan                      452.0        127             1017         -     0.1211
global route                   17.43        223             1504     32.27     0.2504
global placement              -281.3        222             1433     30.74     0.2170
CTS                            175.2        223             1499     32.16     0.2235
finish                         293.0        223             1504     32.27     0.2216
detailed placement            -324.3        222             1433     30.74     0.2178
routing by layer:
| layer | track usage (%) | up-vias | routed length (µm) |
|---|---|---|---|
| met1 | 8.126 | 477 | 1133 |
| li1 | - | 533 | - |
| met4 | 0 | 0 | 0 |
| met5 | 0 | - | 0 |
| met3 | 0.4591 | 0 | 48 |
| met2 | 13.36 | 3 | 1289 |
power breakdown:
part	internal [mW]	switching (mW)	total (mW)
clock network	0	0	0
logic	0.132	0.0893	0.222
registers	0	0	0
cell families after synthesis:
family | Yosys count | share of synthesized area, %
xor gates and xnor gates | 17 | 19.80
adders and majority gates | 16 | 21.89
muxes | 5 | 5.535
AOI/OAI and AO/OA | 28 | 21.65
buffers and inverters | 19 | 8.855
and+or+nand+nor | 42 | 22.26
worst paths after layout:
check,depth (start not counted),start,end,slack [ps]
max,23,Y[2],Z[7],290
min,5,X[0],Z[0],4360
Power and IR drop assume default switching activity.
