==> /design/flow/design.v <==
`timescale 1ns/1ps
module full_adder( A, B, Cin, S, Cout);
 input wire [3:0] A, B;
 input wire Cin;
 output reg Cout;
 output reg [3:0] S ;
  reg [2:0] w;
  always @(A or B or Cin)
  begin 
       S[0] = A[0] ^ B[0] ^ Cin; 
       w[0] = A[0]&B[0] | (A[0]^B[0]) & Cin; 
       S[1] = A[1] ^ B[1] ^ w[0]; 
       w[1] = A[1]&B[1] | (A[1]^B[1]) & w[0]; 
       S[2] = A[2] ^ B[2] ^ w[1]; 
       w[2] = A[2]&B[2] | (A[2]^B[2]) & w[1]; 
       S[3] = A[3] ^ B[3] ^ w[2]; 
       Cout = A[3]&B[3] | (A[3]^B[3]) & w[2]; 
  end
endmodule
==> /design/flow/run.sh <==
#!/bin/bash
# OpenROAD 26Q1-2900-gdf79404cd8, Yosys 0.63+post, stock flow scripts
make -C /OpenROAD-flow-scripts/flow DESIGN_CONFIG=/design/flow/config.mk WORK_HOME=/design/flow/orfs finish
==> /design/flow/config.mk <==
export PLATFORM = sky130hd
export DESIGN_NAME = full_adder
export DESIGN_NICKNAME = full_adder
export VERILOG_FILES = /design/flow/design.v
export SDC_FILE = /design/flow/constraint.sdc
export NUM_CORES = 4
export LEC_CHECK = 1
export CORE_AREA = 10 10 70 70
export DIE_AREA = 0 0 80 80
==> /design/flow/constraint.sdc <==
current_design full_adder

set clk_period 3.8
set clk_io_pct 0.2

create_clock -name clk0 -period $clk_period

set non_clock_inputs [all_inputs -no_clocks]
set_input_delay [expr $clk_period * $clk_io_pct] -clock clk0 $non_clock_inputs
set_output_delay [expr $clk_period * $clk_io_pct] -clock clk0 [all_outputs]
==> ci_impl_report.md <==
## PnR job results

| Metric | Value |
|---|---|
| Setup-failing EPs final | 0 |
| Via Count | about 140 |
| Total grt overflow | 0 |
| Net Switching | approximately 0.000012 W |
| Count of cell types in the netlist | 2 |
| Via density | ~1.8 |
| Slowest CP cell | fa_2 |
| Antenna violations before repair | 0 |
| I/O pin cnt | 14 |
| Drt pass-1 iters | 1 |
| Die X | approximately 80 um |
| Critical Path Sink Type | primary output |
| Arrival @ worst endpoint | between 2 and 3 ns |
| Iter 0 DRT Violations | 0 |
| Placer Congestion | 0.779 |
| Adder Share, Synth | around 70% |
| Buf/Inv on CP | 6 |
| Critical path's top delay family | adder cells |
| Post-DP HPWL | around 460 um |
| Vias in the first global route | 149 |
| Yosys chip area | between 100 and 150 um2 |
| Max Clock Freq | 271 MHz |
| Grt met1 use | between 1.5 and 2% |
| Flop pwr share | 0% |
| Ant diodes | 0 |
| Simple-Gate Fraction of Synth Area | 0% |
| Filler cells | 397 |
| Residual DRC | 0 |
| Design Power | 0.0000384 W |
| P_int | approximately 0.000027 W |
| Worst Hold Class | in -> out |
| Final hold vios | 0 |
| Slew Limit Fails | 0 |
| Reg area | 0 um2 |
| Final WL | roughly 470 um |
| Core footprint | around 0.0034 mm2 |
| DRT antenna net count | 0 |
| Post-synthesis cell count from yosys | 14 |
| Top area cell types | fa_1, inv_1 |
| Synth Area in XOR/XNOR | 0% |
| WP data required | 3.04 ns |
| Global-route usage over all layers | between 1 and 1.5% |
| CP dominant cell by count | fa_2 |
| Yosys Warn Count | 1 |
| Mux area share | 0% |
| Clock power share | 0% |
| PD cells | between 100 and 150 mW/mm2 |
| Tool warnings | 32 |
| CP startpoint kind | input pin |
| RSZ-0062 raised after global routing | no |
| Initial Util | 3.44% |
| Min Tclk post-route | 3.69 ns |
| Gate count after technology mapping | 14 |
| AO/OA Area Share | 0% |
| Largest net degree at the start of global routing | 2 |
| Worst path max stage delay | about 0.5 ns |
| WS Path Type | in -> out |
| Crit-path cells | clkdlybuf4s50_1 > inv_2 > fa_2 > inv_2 > fa_2 > fa_2 > inv_2 > fa_2 > inv_1 > dlygate4sd2_1 |
| M3 GR Usage | 0.568% |
| Dominant logic cell type in the layout | clkdlybuf4s50_1 |
| Area grow syn2layout | 178% |
| Average size of a mapped cell | between 8 and 9 um2 |
| Largest fanout on the critical path | 1 |
| Comb area leader | adder cells |
| Leakage | roughly 0.14 nW |
| Cts hold-fix bufs | 0 |
| Die height | around 80 um |
| Cycle use final | 97.1% |
| First-pass GRT wire length | roughly 700 um |
| I/O Buffers | 14 |
| Routing usage on met2 | 2.17% |
| Area leader, netlist | fa_1 |
| Global route hottest layer | met2 |
| Levels on crit path | 10 |
| Switching part of the total | a little over 30% |
| DR WL/cell | approximately 6.3 um |
| Rel. slew slack | around 93% |
| DIE AREA | around 0.0064 mm2 |
| Hold Worst Slack | ~2.3 ns |
| Setup TNS Final | 0 ns |
| Top-area cell share | between 60% and 70% |
| Peak supply drop | 0.0000327 V |
| FP Rows | 21 |
| Run status | completed |
| Synthesized cell area | 118 um2 |
| Share of post-route cells with drive strength above 1 | between 20% and 30% |
| Comb power frac | ~100% |
| Top Layout Cells | clkdlybuf4s50_1, inv_1, inv_2, fa_2 |
| Sequential element share of the synthesized area | 0% |
| Max-cap violations | 0 |
| Hold Path Stages | 5 |
| Seq_cells | 0 |
| Worst Max-Slew Pin Slew | roughly 0.1 ns |
| # clk buffers | 0 |
[final cells by class]
class / instances / area [um2] / area share [%]
well taps: 46 / 57.6 / 17.6
inverters: 10 / 37.5 / 11.5
multi-input cells: 4 / 90.1 / 27.6
repair buffers: 14 / 141 / 43.3
[routing by layer]
layer	part of all wire [%]	routed length (um)	up-vias
li1	-	-	60
met1	49	228	62
met2	35	165	13
met3	16	75	0
met4	0	0	0
met5	0	0	-
[Yosys cell counts]
cell,n
fa_1,4
inv_1,10
[worst min-delay path, delay by kind of cell]
kind,cells,cell delay [ns]
buffers and inverters,4,0.63
adders and majority gates,1,0.18
[per-stage QoR]
stage	setup WS, ns	util, %	cell area (um2)	cells
final	0.108	9.56	327	74
after global routing	0.0206	9.56	327	74
after CTS	0.0150	9.49	324	74
after detailed placement	-0.261	9.23	315	74
after global placement	-0.181	9.23	315	74
after floorplan	0.803	-	118	14
[worst paths after layout]
path	startpoint	end	slack, ns
max	B[0]	S[3]	0.11
min	B[3]	Cout	2.33
[power groups by stage]
| stage | registers, W | clock network (W) | logic [W] |
|---|---|---|---|
| global route | 0 | 0 | 0.0000438 |
| finish | 0 | 0 | 0.0000384 |
| CTS | 0 | 0 | 0.0000409 |
[timing repair]
action | in CTS | in global routing
pin swaps | 3 | 2
setup endpoints to repair | 2 | 2
setup buffers | 0 | 0
gates resized | 9 | 1
[kinds of logic after synthesis]
logic type | count (synthesis)
buffers and inverters | 10
adder cells (fa/ha/maj) | 4
Power figures rest on the tool's default switching activity, not on a simulated workload.
